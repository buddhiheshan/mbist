==> flow/config.mk <==
export PLATFORM = sky130hd
export DESIGN_NAME = sram
export DESIGN_NICKNAME = sram
export VERILOG_FILES = /design/flow/design.v
export SDC_FILE = /design/flow/constraint.sdc
export NUM_CORES = 4
export LEC_CHECK = 1
export CORE_UTILIZATION = 30
==> flow/constraint.sdc <==
current_design sram

set clk_period 10.4
set clk_io_pct 0.2

create_clock -name clk0 -period $clk_period [get_ports {clk}]

set non_clock_inputs [all_inputs -no_clocks]
set_input_delay [expr $clk_period * $clk_io_pct] -clock clk0 $non_clock_inputs
set_output_delay [expr $clk_period * $clk_io_pct] -clock clk0 [all_outputs]
==> flow/design.v <==
module sram(
    input logic [5:0] ramaddr,
    input logic [7:0] ramin,
    input logic rwbar, clk, cs,
    output logic [7:0] ramout
);
logic [7:0] ram[0:63];
logic [5:0] addr_reg;
always_comb begin
    if (cs && rwbar) ramout = ram[addr_reg];
    else ramout = 8'b0;
end
always_ff @( posedge clk ) begin
    if (cs) begin
        if (!rwbar) ram[ramaddr] <= ramin;
        addr_reg <= ramaddr;
    end
end
endmodule
==> flow/run.sh <==
#!/bin/bash
# OpenROAD 26Q1-2900-gdf79404cd8, Yosys 0.63+post, stock flow scripts
make -C /OpenROAD-flow-scripts/flow DESIGN_CONFIG=/design/flow/config.mk WORK_HOME=/design/flow/orfs finish
==> flow_results.org <==
#+TITLE: Synthesis and PnR summary

** Logic synthesis
- Ys Warns :: 1
- Distinct cells, synth :: 49
- The synth_stat.txt file lists the number of cells as 965.
- Syn Area/Cell :: 21.42 um2
- Synthesis produced 965 cells.
- After synthesis, the chip area reported by Yosys is 0.02067 mm2.
- Number of synthesized register bits :: 524
- Yosys mapped a number of flops with a built-in enable equal to 518.
- Leading register cell type out of synthesis :: sky130_fd_sc_hd__edfxtp_1
- Synth async-reset ratio :: 0%
- In this run the cell area of the synthesized design comes to 0.02067 mm2.
- Per Yosys stat, the portion of area used by sequential elements is 75.84%.

** Floorplan
- During I/O placement, the number of pins put on the boundary was 25.
- Measured along the x axis, the die boundary spans 264.5 um.
- Die footprint :: 0.06995 mm2
- Floorplan row count :: 95
- The vertical die dimension reported for this design is 264.5 um.
- Core region area :: 0.06763 mm2
- The floorplan step records an initial core utilization of 30.56%.

** Flow run
- Summing over the stages, the warning tally comes to 25.
- The run reported a max-capacitance violation count of 0.

** CTS
- Number of H-tree levels :: 2
- Number of buffers inserted for hold repair after clock tree synthesis :: 0
- Setup Fix Bufs, Post-CTS :: 0
- Clock buffers created by TritonCTS :: 49
- In this run, post-CTS repair resized a total of 0 instances.
- Clock net sink count :: 524
- On the worst setup and hold paths after CTS, the clock-pin slew comes to 60 ps.
- In this run the clock root is driven by a sky130_fd_sc_hd__clkbuf_16.
- The clock passes through at most 3 buffers.
- TritonCTS built the clock tree.
- The clock reaches the later pin of the worst-skew pair after 580 ps.

** STA
- The final report lists the setup-violating endpoint count as 0.
- Per the final timing report, the hold violations number 0.
- Post-route setup TNS :: 0 ps
- Min cycle time layout :: 6821 ps
- Static timing analysis puts the maximum clock frequency at 146.6 MHz.
- Relative slew slack :: 38.67%
- For reference, the final report shows the max-slew violation count at 0.
- Looking at the max-slew report, the worst-margin pin has a slew of 916.6 ps.
- Period Utilization, post-route :: 65.59%
- Between clock sinks in the finished design, the worst skew comes to 5.393 ps.
- Setup repair after global routing left no endpoint under its margin.
- Worst Slack Setup Final :: 3579 ps

** Setup path
- Endpoint type of the worst setup path :: output pin
- Reg-to-Reg Start :: addr_reg[0]
- Maximum fanout encountered on the critical timing path :: 16
- The worst setup path is launched from a primary input.
- At the worst endpoint, the required time is 8320 ps.
- Number of cell instances on the worst register-to-register path :: 1
- The critical path is of the in -> out type.
- STA reports a reg2reg setup slack of 9670 ps.
- The arrival time of data at the worst endpoint is listed as 4740 ps.

** Routing
- Post-detailed-routing wire length :: 43.27 mm
- The DRC violation total left in the routed layout is recorded as 0.
- Routed via count divided by cell count :: 4.956
- The first detailed-routing pass ran for 5 iterations.
- For this block, the initial DRC count from the detailed router was 610.
- Average routed wire per standard cell :: 22.45 um
- The repair_antennas step left the layout with diodes totalling 0.
- Per the detail_route report, the via count comes to 9550.
- Count of antenna-violating nets left after detailed routing :: 0

** Final layout
- In the final layout, the share of cells above drive strength 1 is 21.73%.
- The register with the most flip-flops in the layout has 512 of them.
- Syn-to-layout area delta :: 12.82%
- Number of inserted filler cells in the final layout :: 6164

** Global route
- Global routing used 16.26% of the available met1 tracks.
- Grt total ovfl :: 0
- The number of antenna violations at the first check in global routing came to 1.
- Global routing used 13.46% of the available tracks.
- Routing layer with the top usage in global route :: met2
- The first global-routing pass estimated 65.31 mm of wire.
- Global routing consumed, on the met2 layer, 21.10% of the routing resources.
- Pin count of the biggest net entering global routing :: 82
- Vias in the first global route :: 10421
- Fraction of met3 tracks used by global routing :: 8.314%

** Place
- Total of buffers placed on input and output ports :: 24
- Placed wire-length estimate after detailed placement :: 26.32 mm
- Global placer's final weighted congestion :: 0.9251
- OpenSTA, run right after detailed placement, puts the worst setup slack at 3638 ps.

** Outcome
- Status :: complete, no violations

** Power
- In this run the static leakage power is 0.007245 uW.
- The design draws 4405 uW.
- The report lists the power per cell area as 188.9 mW/mm2.
- The analysis reports a worst IR drop on VDD of 0.1282 mV.

** Hold path
- Number of instances on the worst hold path :: 1
- The most critical min-delay path falls under reg -> reg.
- Per the hold report, the tightest min-delay path originates at addr_reg[2].
[synthesized netlist by cell type, types with 3 or more instances]
cell                       instances  area, um2
sky130_fd_sc_hd__nor2_1           74      277.8
sky130_fd_sc_hd__o221ai_1          6      52.55
sky130_fd_sc_hd__o21ai_1           9      45.04
sky130_fd_sc_hd__nand2_1          23      86.33
sky130_fd_sc_hd__o22ai_1          18      112.6
sky130_fd_sc_hd__a211oi_1          8      60.06
sky130_fd_sc_hd__nand3b_1          4      30.03
sky130_fd_sc_hd__buf_2             9      45.04
sky130_fd_sc_hd__o21ai_0          13      65.06
sky130_fd_sc_hd__clkbuf_1         12      45.04
sky130_fd_sc_hd__or3b_2            4      35.03
sky130_fd_sc_hd__a21oi_1           5      25.02
sky130_fd_sc_hd__dfxtp_1           6      120.1
sky130_fd_sc_hd__mux2_2           17      191.4
sky130_fd_sc_hd__a221oi_1          5      43.79
sky130_fd_sc_hd__buf_4             4      30.03
sky130_fd_sc_hd__mux4_1           28      735.7
sky130_fd_sc_hd__nand3_1           6      30.03
sky130_fd_sc_hd__edfxtp_1        518      15550
sky130_fd_sc_hd__a211o_1           5      43.79
sky130_fd_sc_hd__nand2b_1          7      43.79
sky130_fd_sc_hd__and2_1            6      37.54
sky130_fd_sc_hd__buf_12            4      80.08
sky130_fd_sc_hd__o211a_1           5      50.05
sky130_fd_sc_hd__mux2i_1          26      260.3
sky130_fd_sc_hd__buf_6            15      168.9
sky130_fd_sc_hd__mux4_2           93       2095
sky130_fd_sc_hd__nor2b_1           3      18.77
sky130_fd_sc_hd__clkbuf_8          3      41.29
[placed cells by master, fill, tap and decap left out, types with 5 or more instances in the layout]
cell type                         instances
sky130_fd_sc_hd__mux4_1                  28
sky130_fd_sc_hd__o21ai_1                  9
sky130_fd_sc_hd__edfxtp_1               518
sky130_fd_sc_hd__a21oi_1                  5
sky130_fd_sc_hd__o21ai_0                 13
sky130_fd_sc_hd__clkinv_1                 5
sky130_fd_sc_hd__nand2b_1                 7
sky130_fd_sc_hd__buf_4                   28
sky130_fd_sc_hd__o22ai_1                 18
sky130_fd_sc_hd__nand2_1                 23
sky130_fd_sc_hd__a211oi_1                 8
sky130_fd_sc_hd__o211a_1                  5
sky130_fd_sc_hd__bufinv_16                5
sky130_fd_sc_hd__buf_2                    8
sky130_fd_sc_hd__mux2_2                  17
sky130_fd_sc_hd__mux2i_1                 26
sky130_fd_sc_hd__o221ai_1                 6
sky130_fd_sc_hd__a221oi_1                 5
sky130_fd_sc_hd__and2_1                   6
sky130_fd_sc_hd__mux4_2                  93
sky130_fd_sc_hd__nand3_1                  6
sky130_fd_sc_hd__clkinv_2                11
sky130_fd_sc_hd__nor2_1                  74
sky130_fd_sc_hd__a211o_1                  5
sky130_fd_sc_hd__clkdlybuf4s50_1         16
sky130_fd_sc_hd__clkbuf_16               49
sky130_fd_sc_hd__clkbuf_1                10
[layout make-up]
class / count / area [um2] / area share (%)
Timing Repair Buffer: 53 / 430.4 / 1.846
Inverter: 1 / 3.754 / 0.01610
Clock buffer: 63 / 1319 / 5.655
Tap cell: 873 / 1092 / 4.684
Multi-Input combinational cell: 387 / 4507 / 19.33
Clock inverter: 26 / 281.5 / 1.207
Sequential cell: 524 / 15690 / 67.27
[metrics by stage]
| stage | hold WS (ps) | cells | cell area (um2) | util (%) |
|---|---|---|---|---|
| floorplan | 449.4 | 965 | 20670 | - |
| global placement | 452.2 | 1838 | 21720 | 32.11 |
| detailed placement | 456.6 | 1838 | 21720 | 32.11 |
| CTS | 473.6 | 1927 | 23320 | 34.48 |
| global route | 487.3 | 1927 | 23320 | 34.48 |
| finish | 472.5 | 1927 | 23320 | 34.48 |
[worst max path at each step]
stage	startpoint	to	slack, ps
CTS	cs	ramout[7]	3620
global route	cs	ramout[7]	3420
finish	cs	ramout[7]	3580
[per-layer routing]
| layer | vias to the layer above | part of all wire (%) |
|---|---|---|
| met1 | 4836 | 36 |
| met4 | 0 | 2.5 |
| li1 | 4156 | - |
| met5 | - | 0 |
| met2 | 485 | 48 |
| met3 | 73 | 13 |
[report_power, final]
group	total [uW]	internal (uW)	switching (uW)
clock network	1770	1020	748
logic	285	121	164
registers	2350	2330	18.6
total	4410	3470	930
[worst max-delay path: stages]
cell,delay [ps]
sky130_fd_sc_hd__clkdlybuf4s50_1,880
sky130_fd_sc_hd__and3_1,430
sky130_fd_sc_hd__o21ai_0,140
sky130_fd_sc_hd__a211oi_1,330
sky130_fd_sc_hd__a22o_1,340
sky130_fd_sc_hd__clkdlybuf4s50_1,540
[cells by family (layout without fill, tap and decap cells)]
kind of cell           Yosys count  in the layout  synth area share, %
DFF                            524            524                75.84
AOI/OAI and AO/OA               84             84                2.809
buffers and inverters           54            143                2.361
muxes                          164            164                15.88
and+or+nand+nor                139            139                3.118
No activity file was given, so power comes from the tool's default toggle rates.
