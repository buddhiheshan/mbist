### ./design.v
module comparator (
    input logic [7:0] data_t, ramout,
    output logic gt, eq, lt
);
assign gt = data_t > ramout;
assign eq = data_t === ramout;
assign lt = data_t < ramout;
endmodule
### ./config.mk
export PLATFORM = sky130hd
export DESIGN_NAME = comparator
export DESIGN_NICKNAME = comparator
export VERILOG_FILES = /design/flow/design.v
export SDC_FILE = /design/flow/constraint.sdc
export NUM_CORES = 4
export LEC_CHECK = 1
export CORE_AREA = 10 10 70 70
export DIE_AREA = 0 0 80 80
### ./run.sh
#!/bin/bash
# OpenROAD 26Q1-2900-gdf79404cd8, Yosys 0.63+post, stock flow scripts
make -C /OpenROAD-flow-scripts/flow DESIGN_CONFIG=/design/flow/config.mk WORK_HOME=/design/flow/orfs finish
### ./constraint.sdc
current_design comparator

set clk_period 1.9
set clk_io_pct 0.2

create_clock -name clk0 -period $clk_period

set non_clock_inputs [all_inputs -no_clocks]
set_input_delay [expr $clk_period * $clk_io_pct] -clock clk0 $non_clock_inputs
set_output_delay [expr $clk_period * $clk_io_pct] -clock clk0 [all_outputs]
==> GITHUB_STEP_SUMMARY <==
## PnR job results

| Metric | Value |
|---|---|
| Chip Area | 6400 sq um |
| Chip width | 80 microns |
| Fin crit share | 95.61% |
| Detailed-route wire length | 794 microns |
| Req. time, crit path | 1.52 ns |
| Dpl cell area | 480.5 sq um |
| Initial antenna violation count | 0 |
| Psw | 0.04774 mW |
| DRT Pass-1 Iters | 2 |
| Worst slew pin tran | 0.1365 ns |
| Log Warnings | 32 |
| Wire per inst | 8.271 microns |
| Comb pwr share | 100.0% |
| Most frequent cells in the layout | 15 x dlygate4sd2_1, 7 x inv_2, 7 x ha_4 |
| Share of power burned in registers | 0% |
| All-Layer GR Usage | 2.494% |
| Seq cells | 0 |
| DP HPWL | 673.6 microns |
| Hold Crit Class | primary input to output port |
| Pint | 0.06814 mW |
| Share of cells above drive strength 1 | 58.00% |
| Clock network power share | 0% |
| Final Max Slew Viols | 0 |
| Antenna cells | 0 |
| Yosys Warn Count | 0 |
| Leakage power | 0.2387 nW |
| Fmax | 0.5505 GHz |
| Final GP Congestion | 0.7609 |
| Critical path class | primary input to output port |
| Vias in the first global route | 312 |
| Post-Place Setup Slack | -0.6019 ns |
| Hold WS | 1.353 ns |
| CLK BUF | 0 |
| Register Area | 0 sq um |
| Rel. slew slack | 90.87% |
| Port Buffers | 19 |
| P&R area growth vs syn | 150.0% |
| Largest net degree at the start of global routing | 4 |
| Max cap viols | 0 |
| Worst vdd ir | 30.01 uV |
| CP startpoint kind | primary input |
| Post-route ant nets | 0 |
| Avg Synthesized Cell Area | 7.766 sq um |
| Pwr dens | 205.8 nW/um^2 |
| FP Core Util | 6.593% |
| RSZ-0062 raised after global routing | no |
| Post-synth seq share | 0% |
| Final instance area | 563.0 sq um |
| First-pass GRT wire length | 1331 microns |
| Switch share | 41.20% |
| Initial DRC Count | 3 |
| Residual DRC count | 0 |
| Global-route congestion overflow total | 0 |
| Top-Level Pins | 19 |
| Setup slack after layout | 0.08335 ns |
| Crit-path max FO | 2 |
| # Cells Yosys | 29 |
| Hold Vio Cnt, Final | 0 |
| Post-Syn Area | 225.2 sq um |
| Num rows | 21 |
| Via density | 2.833 |
| DR vias | 272 |
| Top cell excl fill/tap | dlygate4sd2_1 |
| Filler cells | 386 |
| Post-layout min period | 1.817 ns |
| Yosys chip area | 225.2 sq um |
| Die height | 80 microns |
| Final setup fails | 0 |
| Status | finished, final reports clean |
| Library cells used by synthesis | 12 |
| Critical Path End Type | output port |
| Core box area | 3416 sq um |
| Cells after synthesis | 29 |
| Crit path DAT | 1.44 ns |
| Total power | 0.1159 mW |
==> critical path, cell delays in order <==
cell     delay [ns]
buf_2          0.08
inv_1          0.03
ha_1           0.27
buf_4          0.13
buf_4          0.12
nand4_1        0.08
nor2_2         0.05
o21ba_1        0.20
buf_2          0.09
==> cell families (layout without fill, tap and decap cells) <==
| family | count (synthesis) | in the layout | synth area share (%) |
|---|---|---|---|
| fa+ha+maj | 8 | 8 | 44.45 |
| buf+inv | 8 | 29 | 13.33 |
| compound gates | 7 | 7 | 22.77 |
| simple gates | 6 | 6 | 19.44 |
==> layer usage <==
metal | track usage [%] | share of wire (%) | wire (microns) | vias to the layer above
met3 | 0.9091 | 14 | 108 | 0
li1 | - | - | - | 143
met4 | 0 | 0 | 0 | 0
met2 | 4.976 | 51 | 402 | 9
met1 | 2.505 | 36 | 282 | 120
met5 | 0 | 0 | 0 | -
==> Yosys cell counts <==
| master | number | share of area [%] |
|---|---|---|
| nand2_1 | 1 | 1.7 |
| nor2b_4 | 1 | 6.1 |
| a21oi_2 | 1 | 3.9 |
| ha_1 | 8 | 44 |
| a21oi_1 | 3 | 6.7 |
| nand4_2 | 1 | 5.6 |
| nand4_1 | 1 | 2.8 |
| o211ai_2 | 1 | 5.6 |
| o21ba_1 | 1 | 4.4 |
| nor2_1 | 2 | 3.3 |
| inv_1 | 8 | 13 |
| o21ai_0 | 1 | 2.2 |
==> power by group through the flow <==
stage / combinational, mW / clock, mW / sequential, mW
finish: 0.116 / 0 / 0
global route: 0.129 / 0 / 0
CTS: 0.117 / 0 / 0
==> cell type report <==
cell class | count | area (sq um) | share of cell area, %
inverters | 8 | 30.03 | 5.333
multi-input cells | 21 | 309.0 | 54.89
repair buffers | 21 | 166.4 | 29.56
well taps | 46 | 57.56 | 10.22
==> timing repair <==
action                                  CTS  global route
resized                                  48             1
endpoints found under the setup margin    3             2
pin swaps                                14             1
buffers inserted                          1             0
hold endpoints to repair                  0             0
hold buffers                              0             0
==> per-stage QoR <==
stage | util (%) | cells | TNS [ns]
after floorplan | - | 29 | 0
after global placement | 14.07 | 95 | -1.594
after detailed placement | 14.07 | 95 | -1.610
after CTS | 16.63 | 96 | 0
after global routing | 16.48 | 96 | 0
final | 16.48 | 96 | 0
==> path summary, 6_finish.rpt <==
path	start	to	slack (ns)	cells after the start
hold / removal	data_t[7]	lt	1.35	6
setup / recovery	ramout[1]	gt	0.08	9
Power figures rest on the tool's default switching activity, not on a simulated workload.
