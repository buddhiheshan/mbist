==> /design/flow/design.v <==
module counter #(
    parameter LENGTH = 10
) (
    input logic [LENGTH-1:0] d_in,
    input logic clk, ld, u_d, cen,
    output logic [LENGTH-1:0] q,
    output logic cout
);
logic [LENGTH-1:0] count;
assign q = count;
always_ff @( posedge clk ) begin
    if (cen) begin
        cout <= 1'b0;
        if (ld) 
            count <= d_in;
        else begin
            if (u_d) begin
                if (count === {LENGTH{1'b1}}) cout <= 1'b1;
                count <= count + 1;
            end
            else begin
                if (count === 0) cout <= 1'b1;
                count <= count - 1;
            end
        end
    end
end
endmodule
==> /design/flow/run.sh <==
#!/bin/bash
# OpenROAD 26Q1-2900-gdf79404cd8, Yosys 0.63+post, stock flow scripts
make -C /OpenROAD-flow-scripts/flow DESIGN_CONFIG=/design/flow/config.mk WORK_HOME=/design/flow/orfs finish
==> /design/flow/config.mk <==
export PLATFORM = sky130hd
export DESIGN_NAME = counter
export DESIGN_NICKNAME = counter
export VERILOG_FILES = /design/flow/design.v
export SDC_FILE = /design/flow/constraint.sdc
export NUM_CORES = 4
export LEC_CHECK = 1
export CORE_AREA = 10 10 84 84
export DIE_AREA = 0 0 94 94
==> /design/flow/constraint.sdc <==
current_design counter

set clk_period 3.9
set clk_io_pct 0.2

create_clock -name clk0 -period $clk_period [get_ports {clk}]

set non_clock_inputs [all_inputs -no_clocks]
set_input_delay [expr $clk_period * $clk_io_pct] -clock clk0 $non_clock_inputs
set_output_delay [expr $clk_period * $clk_io_pct] -clock clk0 [all_outputs]
==> run summary <==
Flow results are below.

- The flow ran to the end, and the final reports show no timing, DRC or antenna violations.
- The residual antenna-violating net count after detailed routing is 0, for reference.
- The first-iteration detailed-routing DRC count is 35, for reference.
- The maximum clock frequency is 337.6 MHz, for reference.
- Summing every instance area after synthesis gives 827.0 um^2.
- Looking at the post-CTS report, the setup buffer insertion count equals 0.
- The clock latency on the worst-skew pair is 0.24 ns, for reference.
- Along the critical path, the tally of buffer and inverter instances is 2.
- By area, the combinational part of the netlist is dominated by AND-OR/OR-AND gates.
- The maximum net fanout on the critical path is 8, for reference.
- Antenna repair during routing inserted a diode count of 0.
- The kind of cell adding the most delay to the critical path is buffers and inverters, for reference.
- Per the finish-stage timing summary, setup violations number 0.
- The max-cap violation count is 0, for reference.
- Once layout is done, the placed cells without fillers occupy 1192 um^2.
- Counting flops and latches in the post-synthesis netlist gives 11.
- Among all stages on the critical path, the largest delay is contributed by sky130_fd_sc_hd__clkdlybuf4s50_1.
- The leakage power is 0.4574 nW, for reference.
- The count of vias placed by the detailed router is 696, for reference.
- For reference, the mux area share after synthesis is 0%.
- The total overflow left after global routing is 0.
- Subtracting the final worst setup slack from the clock period gives 2.962 ns.
- The final layout contains routed wiring with a total length of 2230 um.
- In this run, post-CTS repair resized a total of 0 instances.
- The I/O pin total is 25, for reference.
- Counting the warning lines in the Yosys log gives 1.
- The category of the worst setup path launch point is an input pin, for reference.
- TritonCTS built the clock tree.
- OpenSTA, run right after detailed placement, puts the worst setup slack at 0.6927 ns.
- The simple-gate area share of the yosys netlist is 14.67%, for reference.
- The number of levels the H-tree was split into is 1, for reference.
- The part of the Yosys area used for sequential elements is 39.94%, for reference.
- Listed in order, past its start point the critical path passes clkdlybuf4s50_1 -> inv_1 -> ha_1 -> and3_2 -> a221oi_2 -> o21bai_1 -> xnor2_1 -> o21ai_1.
- The initialized floorplan defines 26 standard-cell rows.
- The worst slew slack as a fraction of its limit is 49.29%, for reference.
- The tally of buffers added on design ports is 24, for reference.
- The die outline width is 94 um, for reference.
- After synthesis, the design contains 82 cells according to Yosys.
- The final weighted congestion recorded by global placement is 0.8464.
- Setup repair after global routing left no endpoint under its margin.
- The stage-log warning count is 25, for reference.
- The clock-pin slew reported for the worst setup and hold paths after clock tree synthesis is 0.05 ns, for reference.
- The cell-mix breakdown from Yosys lists the adder-cell area share as 14.52%.
- OpenROAD reports that the post-layout worst path occupies 75.95% of the period.
- After detailed placement, the total cell area comes to 1147 um^2.
- The DRC violation count after routing is 0, for reference.
- The required time of the worst setup path is 3.86 ns, for reference.
- Setup slack closes at 0.9378 ns.
- The ratio of cells with drive above 1 in the final layout is 6.481%, for reference.
- The first global-routing pass estimated 3760 um of wire.
- The layout-stage area growth over the synthesis result is 44.18%, for reference.
- Before placement the cells fill 15.89% of the core.
- The number of global-route vias before repair is 729, for reference.
- The die extent in y is 94 um, for reference.
- For this run the detailed placement stage logged an HPWL of 1708 um.
- The core region is 5205 um^2.
- The most common logic cells in the final layout are sky130_fd_sc_hd__clkdlybuf4s50_1, sky130_fd_sc_hd__nand2_1, sky130_fd_sc_hd__edfxtp_1, sky130_fd_sc_hd__o21ai_0, sky130_fd_sc_hd__ha_1.
- The clock tree has to reach 11 sinks.
- After detailed routing, the average wire length per cell comes to 12.53 um.
- The worst supply voltage drop on vdd is 143.0 uV, for reference.
- The first detailed-routing pass ran for 4 iterations.
- The cell count after synthesis is 82, for reference.
- The tree is rooted in a sky130_fd_sc_hd__clkbuf_8.
- The mean cell area of the mapped netlist is 10.09 um^2, for reference.
- The setup TNS is 0 ns, for reference.
- For reference, the final report shows the max-slew violation count at 0.
- The ratio of total power to cell area is 354.9 nW/um^2, for reference.
- After detailed routing, the number of vias per cell comes to 3.910.
- The total die size is 8836 um^2, for reference.
- The synthesized netlist contains 29 unique library cells.
- Looking at the clock tree report, the maximum root-to-sink buffer count equals 2.
- The XOR/XNOR share of the synthesized area is 7.413%, for reference.
- The post-route clock skew is 0.0009300 ns, for reference.
- The critical path start-end classification is input pin to register, for reference.
- The final timing report lists a hold violation count of 0.
- For the pin with the worst max-slew slack, the measured transition is 0.7582 ns.
- The most frequent logic cell in the layout is sky130_fd_sc_hd__clkdlybuf4s50_1, for reference.
- The stat command in Yosys gives a chip area of 827.0 um^2.
- The data arrival time of the critical path is 2.93 ns, for reference.
- The class of the worst hold path is register to register, for reference.
- The delay contributed by the slowest stage of the critical path is 0.58 ns, for reference.
- The critical path capture point type is a register, for reference.
- The clock buffer count from CTS is 3, for reference.
- The pin count of the biggest net entering global routing is 22, for reference.
- The overall fraction of global-route tracks in use is 5.362%, for reference.
- In this run, the synthesized area fraction spent on AND-OR/OR-AND gates is recorded as 21.18%.
- The quantity of hold-fixing buffers added after cts is 0, for reference.
- The initial antenna violation count is 0, for reference.
-- report_power, final --
group / internal [mW] / switching [mW]
combinational: 0.0813 / 0.0670
sequential: 0.148 / 0.00948
clock: 0.0720 / 0.0449
total: 0.302 / 0.121
-- stage by stage --
step / std cells / utilization [%] / power [mW] / hold WS [ns]
2_1_floorplan: 82 / - / 0.2469 / 0.6264
3_3_place_gp: 174 / 22.04 / 0.3080 / 0.7016
3_5_place_dp: 174 / 22.04 / 0.3076 / 0.7018
4_1_cts: 178 / 22.91 / 0.4289 / 0.7179
5_1_grt: 178 / 22.91 / 0.4541 / 0.7350
6_report: 178 / 22.91 / 0.4232 / 0.7029
-- metal layers --
layer | part of all wire, % | up-vias | GRT usage, %
met5 | 0 | - | 0
li1 | - | 355 | -
met4 | 0.85 | 0 | 0.3797
met3 | 9.3 | 2 | 2.666
met2 | 37 | 24 | 7.143
met1 | 52 | 315 | 7.883
-- final timing paths --
check	slack [ns]	start	cells past startpoint	end
setup / recovery	0.94	u_d	8	count[9]
hold / removal	0.70	count[0]	1	count[0]
setup reg to reg	1.88	count[3]	6	count[9]
hold reg to reg	0.70	count[0]	1	count[0]
-- layout make-up --
cell class / count / area (um^2)
flip-flops and latches: 11 / 330.3
fillers: 580 / 4013
well taps: 70 / 87.58
clock buffers: 4 / 45.04
multi-input cells: 66 / 478.0
inverters: 3 / 11.26
repair buffers: 24 / 240.2
-- cells in the mapped netlist, drive strengths merged --
cell type / instances / area share (%)
clkbuf: 2 / 0.91
nor2: 2 / 0.91
o21a: 3 / 2.7
nor3: 1 / 0.60
xor2: 4 / 4.2
nor3b: 1 / 0.91
o21ai: 11 / 6.7
o31ai: 1 / 1.5
o221ai: 1 / 1.1
o21bai: 1 / 0.91
nand3: 1 / 0.60
and3: 2 / 1.7
nand3b: 1 / 0.91
a21o: 3 / 2.7
edfxtp: 11 / 40
o31a: 1 / 1.1
a221oi: 1 / 1.8
nand4: 1 / 0.76
a21oi: 3 / 1.8
fa: 1 / 2.4
xnor2: 3 / 3.2
nand2: 13 / 5.9
a211oi: 1 / 0.91
nor2b: 1 / 1.7
ha: 8 / 12
inv: 3 / 1.4
or3: 1 / 0.76
-- kinds of logic after synthesis --
family                   after synthesis
AND/OR/NAND/NOR                       24
AND-OR/OR-AND                         26
XOR/XNOR                               7
buffers and inverters                  5
adder cells (fa/ha/maj)                9
flip-flops                            11
-- flip-flops by register name (all words and copies together), names as in the netlist --
register	count
count	10
cout	1
-- worst register-to-register path, cell delays in order, from the launching register on --
cell and delay [ns]:
sky130_fd_sc_hd__edfxtp_1 0.42, sky130_fd_sc_hd__ha_1 0.37, sky130_fd_sc_hd__and3_2 0.25, sky130_fd_sc_hd__a221oi_2 0.33
sky130_fd_sc_hd__o21bai_1 0.16, sky130_fd_sc_hd__xnor2_1 0.15, sky130_fd_sc_hd__o21ai_1 0.07
Power and IR drop assume default switching activity.
